==> design/flow/design.v <==
module Adder(x, y, cin, s, cout);
    input [3:0] x;
    input [3:0] y;
    input cin;
    output [3:0] s;   
    output cout;      
    wire c1, c2, c3;
    wire s0_xor1, s0_and1, s0_and2, s0_and3, s0_or1;
    xor (s0_xor1, x[0], y[0]); 
    xor (s[0], s0_xor1, cin);  
    and (s0_and1, x[0], y[0]); 
    and (s0_and2, x[0], cin); 
    and (s0_and3, y[0], cin);   
    or  (s0_or1, s0_and1, s0_and2);  
    or  (c1, s0_or1, s0_and3);  
    wire s1_xor1, s1_and1, s1_and2, s1_and3, s1_or1;
    xor (s1_xor1, x[1], y[1]);
    xor (s[1], s1_xor1, c1);
    and (s1_and1, x[1], y[1]);
    and (s1_and2, x[1], c1);
    and (s1_and3, y[1], c1);
    or  (s1_or1, s1_and1, s1_and2);
    or  (c2, s1_or1, s1_and3);
    wire s2_xor1, s2_and1, s2_and2, s2_and3, s2_or1;
    xor (s2_xor1, x[2], y[2]);
    xor (s[2], s2_xor1, c2);
    and (s2_and1, x[2], y[2]);
    and (s2_and2, x[2], c2);
    and (s2_and3, y[2], c2);
    or  (s2_or1, s2_and1, s2_and2);
    or  (c3, s2_or1, s2_and3);
    wire s3_xor1, s3_and1, s3_and2, s3_and3, s3_or1;
    xor (s3_xor1, x[3], y[3]);
    xor (s[3], s3_xor1, c3);
    and (s3_and1, x[3], y[3]);
    and (s3_and2, x[3], c3);
    and (s3_and3, y[3], c3);
    or  (s3_or1, s3_and1, s3_and2);
    or  (cout, s3_or1, s3_and3);
endmodule
==> design/flow/run.sh <==
#!/bin/bash
# OpenROAD 26Q1-2900-gdf79404cd8, Yosys 0.63+post, stock flow scripts
make -C /OpenROAD-flow-scripts/flow DESIGN_CONFIG=/design/flow/config.mk WORK_HOME=/design/flow/orfs finish
==> design/flow/config.mk <==
export PLATFORM = sky130hd
export DESIGN_NAME = Adder
export DESIGN_NICKNAME = Adder
export VERILOG_FILES = /design/flow/design.v
export SDC_FILE = /design/flow/constraint.sdc
export NUM_CORES = 4
export LEC_CHECK = 1
export CORE_AREA = 10 10 70 70
export DIE_AREA = 0 0 80 80
==> design/flow/constraint.sdc <==
current_design Adder

set clk_period 3.8
set clk_io_pct 0.2

create_clock -name clk0 -period $clk_period

set non_clock_inputs [all_inputs -no_clocks]
set_input_delay [expr $clk_period * $clk_io_pct] -clock clk0 $non_clock_inputs
set_output_delay [expr $clk_period * $clk_io_pct] -clock clk0 [all_outputs]
==> run notes <==
run results: Switch Pwr 0.0104 mW, Crit path arrival time 2.86 ns, Simple-Gate Area Share 0, power per cell area 112 nW/um^2, slowest cell on the critical path fa_1, Syn Area/Cell 8.40 sq um, hold_ws 2.28 ns, Layout fillers 403, Leak 0.142 nW, tool warnings 32, CP peak stage delay 0.40 ns, slew at the pin with the worst max-slew slack 0.0997 ns, CLK BUF 0, Placer Congestion 0.778, final non-filler cell total 74, minimum clock period 3.62 ns, hold path start x[3], worst hold endpoint cout, yosys adder share 0.681, number of global-route vias before repair 130, power share of the clock group 0, Yosys Chip Area 118 sq um, sequential share of power 0, Die Area 6400 sq um, Max VDD drop 0.0000280 V, crit-path max FO 1, flop count 0, Startpoint Class input port, drt total wl 390 um, All-Layer GR Usage 0.0118, register area share after synthesis 0, Switching Share 0.290, total grt overflow 0, Ports 14, post-synthesis compound-gate area fraction 0, Final Max Slew Viols 0, Cells after Synth 14, Mapped Area 118 sq um, dominant kind of combinational cell adder cells, Cell Type Count 2, CP delay by family, top adder cells, slew margin rel. 0.933, Pint 0.0256 mW, postcts setup bufs 0, pin count of the biggest net entering global routing 2, CP Class in -> out, Vias 125, fin crit share 0.952, hold path cells 5, cells in synth_stat.txt 14, mux share 0, dpl hpwl 386 um, Reg area 0 sq um, crit-path cells clkdlybuf4s50_1, inv_1, fa_2, inv_2, fa_2, fa_2, inv_2, fa_1, inv_1, dlygate4sd2_1, XORs/XNORs by Area 0, synth-to-layout area growth 174%, Core Footprint 3420 sq um, Comb power frac 1.000, die width 80 um, Yosys warnings 0, initial antenna violation count 0, # diodes 0, status completed, DRT antenna net count 0, first-pass GRT wire length 614 um, Rows 21, most frequent CP cell fa_2, drt first pass iters 1, Starting DRT DRC Count 0, vias per cell 1.69, share of layout cells above drive strength 1 0.250, fp util 0.0344, maxcap violations 0, drt wl/cell 5.27 um, crit path buf inv count 6, # setup viols final 0, RSZ-0062 raised after global routing false, HP Class in -> out, placed cell count 74, die span in y 80 um, Achievable Freq 0.276 GHz, port buffer count 14, Setup crit end kind output port, DRC viols 0, TNS Setup 0 ns, Final Hold Viols 0, Worst EP required 3.04 ns
## metal layers
layer	up-vias	part of all wire	global-route usage
met2	13	0.31	0.0177
met3	0	0.30	0.00909
met1	52	0.39	0.0140
met5	-	0	0
li1	60	-	-
met4	0	0	0
## power by group through the flow
stage / Clock (mW) / Sequential (mW) / Combinational (mW)
CTS: 0 / 0 / 0.0383
global route: 0 / 0 / 0.0417
finish: 0 / 0 / 0.0361
## synthesized netlist by cell type
| library cell | number | share of area |
|---|---|---|
| fa_1 | 4 | 0.68 |
| inv_1 | 10 | 0.32 |
## metrics by stage
stage          power (mW)  utilization  instance area [sq um]  worst slack [ns]
5_1_grt            0.0417       0.0945                    323            0.0887
4_1_cts            0.0383       0.0938                    320            0.0150
2_1_floorplan     0.00689            -                    118             0.803
3_5_place_dp       0.0378       0.0923                    315            -0.187
6_report           0.0361       0.0945                    323             0.181
3_3_place_gp       0.0381       0.0923                    315            -0.174
## layout make-up
type                       count  area (sq um)  area share
inverter                      10          37.5       0.116
multi-input combinational      4          87.6       0.271
tap                           46          57.6       0.178
timing repair buffer          14           140       0.434
## tightest hold or removal path: stages
cell,delay [ns]
clkdlybuf4s50_1,0.40
inv_1,0.07
fa_1,0.15
inv_1,0.03
dlymetal6s2s_1,0.12
## timing repair
item | CTS | global route
resized | 9 | 1
pin swaps | 4 | 2
hold buffers | 0 | 0
endpoints found under the setup margin | 2 | 1
## worst max path at each step
| stage | start | to | slack, ns | depth (start not counted) |
|---|---|---|---|---|
| finish | x[0] | s[3] | 0.18 | 10 |
| global route | x[0] | s[3] | 0.09 | 10 |
| CTS | x[0] | cout | 0.02 | 10 |
## cell families (layout without fill, tap and decap cells)
group                    count (synthesis)  in the layout
buffers and inverters                   10             24
adder cells (fa/ha/maj)                  4              4
## layout by cell type (no fill, tap or decap)
cell,count
clkdlybuf4s50_1,11
inv_1,6
inv_2,4
fa_2,3
dlygate4sd2_1,2
fa_1,1
dlymetal6s2s_1,1
No activity file was given, so power comes from the tool's default toggle rates.
