--- flow/run.sh ---
#!/bin/bash
# OpenROAD 26Q1-2900-gdf79404cd8, Yosys 0.63+post, stock flow scripts
make -C /OpenROAD-flow-scripts/flow DESIGN_CONFIG=/design/flow/config.mk WORK_HOME=/design/flow/orfs finish
--- flow/config.mk ---
export PLATFORM = sky130hd
export DESIGN_NAME = Mult
export DESIGN_NICKNAME = Mult
export VERILOG_FILES = /design/flow/design.v
export SDC_FILE = /design/flow/constraint.sdc
export NUM_CORES = 4
export LEC_CHECK = 1
export CORE_AREA = 10 10 72 72
export DIE_AREA = 0 0 82 82
--- flow/constraint.sdc ---
current_design Mult

set clk_period 2.7
set clk_io_pct 0.2

create_clock -name clk0 -period $clk_period

set non_clock_inputs [all_inputs -no_clocks]
set_input_delay [expr $clk_period * $clk_io_pct] -clock clk0 $non_clock_inputs
set_output_delay [expr $clk_period * $clk_io_pct] -clock clk0 [all_outputs]
--- flow/design.v ---
module Mult(Multiplicand, Multiplier, Product);
    input  [3:0] Multiplicand, Multiplier;
    output reg [7:0] Product;
    reg [7:0] inter[0:3];   
    always @(*) begin
        inter[0] = (Multiplier[0]) ? {4'b0000, Multiplicand} : 8'b00000000;
        inter[1] = (Multiplier[1]) ? {3'b000, Multiplicand, 1'b0} : 8'b00000000;
        inter[2] = (Multiplier[2]) ? {2'b00, Multiplicand, 2'b00} : 8'b00000000;
        inter[3] = (Multiplier[3]) ? {1'b0, Multiplicand, 3'b000} : 8'b00000000;
        Product = inter[0] + inter[1] + inter[2] + inter[3];
    end
endmodule
==> impl_metrics.tcl <==
# collected from the flow reports
set metrics [dict create \
    status "finished with violations" \
    violations "setup timing" \
    hold_viol 0 \
    coreArea_sq_mm 0.00369 \
    dp_slack_ps -1560 \
    slew_violations 0 \
    arrival_ps 2920 \
    fp.dieH_microns 82 \
    drtPass1Iterations 3 \
    die_w_microns 82 \
    fin_crit_ps 3460 \
    grt.total_usage_pct 2.82 \
    fp_util_pct 10.4 \
    ys_area_sq_um 385 \
    vias 352 \
    avgRoutedWirePerCell_microns 8.72 \
    powerDensity_mw_per_mm2 201 \
    top_area_cell "ha_1" \
    gr-total-overflow 0 \
    slowest_stage "fa_1" \
    crit_fanout 4 \
    core.rowCount 22 \
    drcViolationCount 0 \
    diodes 0 \
    pin_count 16 \
    cpMostUsedCell "fa_1" \
    worstSetupPathType "input port to output pin" \
    path_cells "buf_8 > and2_4 > fa_1 > inv_1 > fa_1 > inv_2 > ha_4 > fa_2 > a21o_1 > a21oi_2 > xnor2_1 > buf_2" \
    topCellsByArea "ha_1 (32%), fa_1 (26%), and2_1 (19%), xnor2_1 (4.5%), a21o_1 (3.9%)" \
    grt_pass1_vias 301 \
    fin_util_pct 18.5 \
    p_leak_uw 0.000351 \
    drive_gt1_share_pct 43.9 \
    warning_count 35 \
    dpl.hpwl_microns 854 \
    path_buffers 4 \
    syn_area_sq_um 385 \
    cap_violations 0 \
    dr.first_iter.drc_count 10 \
    grt_max_degree 5 \
    timing.final.crit_share_pct 128 \
    ff_latch_area_sq_um 0 \
    hp-class "input port to output pin" \
    hold_buffers 0 \
    start_kind "input port" \
    fillers 420 \
    setup_viol 5 \
    lay_top_cells "and2_1 (9), buf_4 (9), ha_1 (8)" \
    gp_congestion 0.764 \
    synthDistinctLibCells 10 \
    chip_area_sq_mm 0.00672 \
    grt_pass1_wl_microns 1550 \
    crit_start "Multiplicand[3]" \
    postSynthCellCount 42 \
    crit_cells 12 \
    syn_area_per_cell_sq_um 9.18 \
    grt_antenna_before_repair 0 \
    fmax_ghz 0.289 \
    seq_cell_count 0 \
    worst_slack_ps -758 \
    areaGrowthSynthToFinish_pct 76.9 \
    critPathTopFamily "adder cells" \
    tightest_slew_ps 129 \
    layout.cells.non_filler 114 \
    required_ps 2160 \
    worst_slew_margin_rel_pct 91.4 \
    peakVddDrop_uv 60.8 \
    yosys-stat-cells 42 \
    end_kind "output pin" \
    rsz0062_at_grt "yes" \
    ys_warn_count 2 \
    wl_microns 994 \
    critPathMaxStageDelay_ps 520 \
    ys_seq_share_pct 0 \
    top_cell_area_share_pct 32.5 \
    endpoint "Product[7]" \
    antenna_left 0 \
    clock_buffers 0 \
    via_per_inst 3.09 \
    place_inst 113 \
    io_buffers 16 \
]
==> logic make-up (layout without fill, tap and decap cells) <==
group	after synthesis	after routing	synth area share, %
AND/OR/NAND/NOR	16	16	23.4
XOR/XNOR	3	3	6.82
AND-OR/OR-AND	4	4	7.47
adder cells (fa/ha/maj)	15	15	58.4
buffers and inverters	4	28	3.89
==> synthesized netlist by cell type <==
cell / instances
fa_1: 5
and2_1: 12
xnor2_1: 2
a21o_1: 2
a21oi_1: 1
inv_1: 4
xor2_1: 1
ha_1: 10
a21oi_2: 1
nand2_1: 4
==> worst min-delay path by stage <==
stage / startpoint / end / slack, ps / depth (start not counted)
final: Multiplicand[3] / Product[7] / 1600 / 5
after global routing: Multiplicand[3] / Product[7] / 1640 / 5
after CTS: Multiplicand[3] / Product[7] / 1610 / 5
==> metal layers <==
layer / track usage (%) / routed length, microns / part of all wire (%)
met3: 1.21 / 148 / 15
met1: 5.30 / 589 / 59
met5: 0 / 0 / 0
met2: 2.59 / 257 / 26
met4: 0 / 0 / 0
==> area by class of cell <==
cell class | instances | area, sq um | share of cell area (%)
tap | 48 | 60.1 | 8.81
inverter | 4 | 15.0 | 2.20
multi-input combinational | 38 | 412 | 60.4
timing repair buffer | 24 | 195 | 28.6
==> repair_timing <==
item,CTS,global route
gates resized,52,5
buffers inserted,1,1
endpoints found under the setup margin,6,6
pin swaps,13,7
==> report_power, final <==
part / switching, uW / internal, uW
clock network: 0 / 0
logic: 52.5 / 84.5
registers: 0 / 0
total: 52.5 / 84.5
==> stage by stage <==
| step | total power, uW | hold slack [ps] | setup TNS, ps | cell area [sq um] |
|---|---|---|---|---|
| 6_report | 137 | 1600 | -2460 | 682 |
| 5_1_grt | 161 | 1640 | -2970 | 682 |
| 4_1_cts | 133 | 1610 | -2710 | 668 |
| 3_5_place_dp | 138 | 2120 | -6690 | 669 |
| 3_3_place_gp | 138 | 2100 | -6630 | 669 |
| 2_1_floorplan | 51.3 | 1150 | -1150 | 397 |
No activity file was given, so power comes from the tool's default toggle rates.
